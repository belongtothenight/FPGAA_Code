[/design/flow/run.sh]
#!/bin/bash
# OpenROAD 26Q1-2900-gdf79404cd8, Yosys 0.63+post, stock flow scripts
make -C /OpenROAD-flow-scripts/flow DESIGN_CONFIG=/design/flow/config.mk WORK_HOME=/design/flow/orfs finish
[/design/flow/config.mk]
export PLATFORM = sky130hd
export DESIGN_NAME = signed4bits_3funCal_disAddSubDiv
export DESIGN_NICKNAME = signed4bits_3funCal_disAddSubDiv
export VERILOG_FILES = /design/flow/design.v
export SDC_FILE = /design/flow/constraint.sdc
export NUM_CORES = 4
export LEC_CHECK = 1
export CORE_UTILIZATION = 40
[/design/flow/constraint.sdc]
current_design signed4bits_3funCal_disAddSubDiv

set clk_period 11.2
set clk_io_pct 0.2

create_clock -name clk0 -period $clk_period

set non_clock_inputs [all_inputs -no_clocks]
set_input_delay [expr $clk_period * $clk_io_pct] -clock clk0 $non_clock_inputs
set_output_delay [expr $clk_period * $clk_io_pct] -clock clk0 [all_outputs]
[/design/flow/design.v]
module SEG7_LUT_6 (	oSEG0,oSEG1,oSEG2,oSEG3,oSEG4,oSEG5,iDIG, iDot );
input	[31:0]	iDIG;
input	[5:0]		iDot;
output	[7:0]	oSEG0,oSEG1,oSEG2,oSEG3,oSEG4,oSEG5;
SEG7_LUT	u0	(	oSEG0,iDIG[3:0]	,iDot[0]);
SEG7_LUT	u1	(	oSEG1,iDIG[7:4]  	,iDot[1]);
SEG7_LUT	u2	(	oSEG2,iDIG[11:8] 	,iDot[2]);
SEG7_LUT	u3	(	oSEG3,iDIG[15:12]	,iDot[3]);
SEG7_LUT	u4	(	oSEG4,iDIG[19:16]	,iDot[4]);
SEG7_LUT	u5	(	oSEG5,iDIG[23:20]	,iDot[5]);
endmodule 
module SEG7_LUT	(	oSEG, iDIG, iDot);
input	[3:0]	iDIG;
input	iDot;
output reg	[7:0]	oSEG;
always @(iDIG or iDot)
begin
		case(iDIG)
		4'h0: oSEG = {~iDot, 7'b1000000};
		4'h1: oSEG = {~iDot, 7'b1111001};	 
		4'h2: oSEG = {~iDot, 7'b0100100}; 	 
		4'h3: oSEG = {~iDot, 7'b0110000}; 	 
		4'h4: oSEG = {~iDot, 7'b0011001}; 	 
		4'h5: oSEG = {~iDot, 7'b0010010}; 	 
		4'h6: oSEG = {~iDot, 7'b0000010}; 	 
		4'h7: oSEG = {~iDot, 7'b1111000}; 	 
		4'h8: oSEG = {~iDot, 7'b0000000}; 	 
		4'h9: oSEG = {~iDot, 7'b0011000}; 	 
		4'ha: oSEG = {~iDot, 7'b0001000};
		4'hb: oSEG = {~iDot, 7'b0000011};
		4'hc: oSEG = {~iDot, 7'b1000110};
		4'hd: oSEG = {~iDot, 7'b0100001};
		4'he: oSEG = {~iDot, 7'b1111111};	 
		4'hf: oSEG = {~iDot, 7'b0111111};	 
		endcase
end
endmodule
module signed4bits_3funCal_disAddSubDiv(
	output		     [7:0]		HEX0,
	output		     [7:0]		HEX1,
	output		     [7:0]		HEX2,
	output		     [7:0]		HEX3,
	output		     [7:0]		HEX4,
	output		     [7:0]		HEX5,
	input 		     [1:0]		KEY,
	output		     [9:0]		LEDR,
	input 		     [9:0]		SW
);
wire signed [4:0] numA, numB;     
wire [3:0] numA_ten, numA_digit;  
wire [3:0] numB_ten, numB_digit;
wire signed [5:0] num_Add, num_Sub;
wire [3:0] num_Add_ten, num_Add_digit;
wire [3:0] num_Sub_ten, num_Sub_digit;
wire signed [5:0] num_Div_Q, num_Div_R;
wire [3:0] num_Div_Q_ten, num_Div_Q_digit;
wire [3:0] num_Div_R_ten, num_Div_R_digit;
reg [3:0] digit0, digit1, digit2, digit3, digit4, digit5;
assign numA = SW[4]?32-SW[3:0]:SW[3:0];
assign numB = SW[9]?32-SW[8:5]:SW[9:5];
assign numA_digit = SW[3:0]%10;
assign numA_ten   = SW[3:0]/10;
assign numB_digit = SW[8:5]%10;
assign numB_ten   = SW[8:5]/10;
assign num_Add = numB + numA;
assign num_Sub = numB - numA;
assign num_Mul = numB * numA;
assign num_Div_Q = numB / numA;
assign num_Div_R = numB % numA;
assign num_Add_ten     = num_Add[5]?(32-num_Add[4:0])/10:num_Add/10;
assign num_Add_digit   = num_Add[5]?(32-num_Add[4:0])%10:num_Add%10;
assign num_Sub_ten     = num_Sub[5]?(32-num_Sub[4:0])/10:num_Sub/10;
assign num_Sub_digit   = num_Sub[5]?(32-num_Sub[4:0])%10:num_Sub%10;
assign num_Div_Q_ten   = num_Div_Q[5]?(32-num_Div_Q[4:0])/10:num_Div_Q/10;
assign num_Div_Q_digit = num_Div_Q[5]?(32-num_Div_Q[4:0])%10:num_Div_Q%10;
assign num_Div_R_ten   = num_Div_R[5]?(32-num_Div_R[4:0])/10:num_Div_R/10;
assign num_Div_R_digit = num_Div_R[5]?(32-num_Div_R[4:0])%10:num_Div_R%10;
always @(KEY[0] or KEY[1])
begin
	if (KEY[0] && KEY[1])        
	begin
		digit5 = SW[9]?4'hf:4'he;
		digit4 = numB_ten;
		digit3 = numB_digit;
		digit2 = SW[4]?4'hf:4'he;
		digit1 = numA_ten;
		digit0 = numA_digit;
	end
	else if (!KEY[0] && KEY[1])  
	begin
		digit5 = 4'he;
		digit4 = 4'he;
		digit3 = 4'he;
		digit2 = num_Add[5]?4'hf:4'he;
		digit1 = num_Add_ten;
		digit0 = num_Add_digit;
	end
	else if (KEY[0] && !KEY[1])  
	begin
		digit5 = 4'he;
		digit4 = 4'he;
		digit3 = 4'he;
		digit2 = num_Sub[5]?4'hf:4'he;
		digit1 = num_Sub_ten;
		digit0 = num_Sub_digit;
	end
	else if (!KEY[0] && !KEY[1])  
	begin
		if (numA != 0)
		begin
			digit5 = num_Div_Q[5]?4'hf:4'he;
			digit4 = num_Div_Q_ten;
			digit3 = num_Div_Q_digit;
			digit2 = 4'he;
			digit1 = num_Div_R_ten;
			digit0 = num_Div_R_digit;
		end
		else 
		begin
			digit5 = 4'hf;
			digit4 = 4'hf;
			digit3 = 4'hf;
			digit2 = 4'hf;
			digit1 = 4'hf;
			digit0 = 4'hf;
		end
	end
end
SEG7_LUT_6 u_seg(
	.oSEG0(HEX0),
	.oSEG1(HEX1),
	.oSEG2(HEX2),
	.oSEG3(HEX3),
	.oSEG4(HEX4),
	.oSEG5(HEX5),
	.iDIG ({ digit5, digit4, digit3, digit2, digit1, digit0})
);
endmodule
==> flow_metrics.py <==
# Generated from Yosys and OpenROAD reports
metrics = {
    "clock_tree": {
        "ctsResizeCount": 0,
        "holdBufCountCts": 0,
        "cts_setup_buffers": 0,
    },
    "run": {
        "openroad.warnings": 57,
        "maxCapViolations": 0,
    },
    "synth": {
        "top_logic_kind": "AND-OR/OR-AND gates",
        "async_reset_ff_share_pct": 0,
        "synth-cells-yosys": 1099,
        "synth.avg_cell_area_um2": 6.75,
        "postSynthRegisterBits": 18,
        "enable_flop_cells": 0,
        "post-synth-top-area-fraction_pct": 12.0,
        "basic_gates_by_area_pct": 24.9,
        "postSynthCellCount": 1099,
        "synthMostInstantiatedCell": "a21oi_1",
        "yosys-mux-area-fraction_pct": 4.15,
        "synth-adder-area-share_pct": 12.9,
        "yosys-stat-area_mm2": 0.00742,
        "synthesis.yosys.warnings": 20,
        "synthFlopType": "dlxtn_1",
        "share_of_the_synthesized_netlist_area_taken_by_xor_and_xnor_gates_pct": 5.53,
        "mapped_cell_area_mm2": 0.00742,
        "post_synth_most_frequent_cells": "a21oi_1, nand2_1, nor2_1",
        "post_synthesis_share_of_cell_area_spent_on_and_or_and_or_and_gates_pct": 39.4,
        "netlist.top_cell.by_area": "ha_1",
        "post_synth_main_area_contributors": "ha_1, a21oi_1, nand2_1",
        "yosys.cell_types.count": 105,
    },
    "place": {
        "placement.io_buffers": 42,
        "gp_congestion": 0.956,
        "detail_placement_hpwl_um": 17500,
    },
    "routing": {
        "route.layer.met1.wl_um": 10500,
        "route.top_layer_used": "met4",
        "drt-pass1-iter-count": 21,
        "total_detailed_routing_wirelength_um": 21800,
        "initialDrtViolationCount": 636,
        "detailroute.wirelength.met3_um": 1150,
        "postRouteAntennaNets": 0,
        "drc": 0,
        "wl_per_cell_um": 16.5,
        "antenna_cells": 0,
        "route.met2.wl_um": 9710,
        "number_of_vias_in_the_routed_layout": 8020,
        "via_per_inst": 6.06,
    },
    "sta": {
        "endpoints_left_unconstrained": 48,
        "timing_hold_violations_final": 0,
        "slew_headroom_pct": 22.4,
        "rsz0062_at_grt": "no",
        "number_of_register_pins_that_no_clock_reaches": 18,
        "tightest_slew_ps": 1160,
        "setup_viols_final": 0,
        "max_freq_ghz": 0.0567,
        "fin_setup_tns_ps": 0,
        "final-max-slew-violation-count": 0,
    },
    "floorplan": {
        "die_x_um": 138,
        "dieArea_mm2": 0.0191,
        "floorplan.core_util_pct": 41.0,
        "io-pin-count": 70,
        "die_h_um": 138,
        "num_rows": 49,
        "coreArea_mm2": 0.0181,
    },
    "global_routing": {
        "maximum_number_of_pins_on_one_net_before_global_route_repair": 38,
        "grt_antenna_before_repair": 0,
        "vias_in_the_first_global_route": 6989,
        "gr-usage-all-layers_pct": 23.0,
        "grt_overflow": 0,
        "grt_first_pass_wirelength_um": 36200,
    },
    "cells_and_area": {
        "flow.area_growth_from_synthesis_pct": 5.37,
        "final_layout_size_suffix_gt1_share_pct": 6.03,
    },
    "outcome": {
        "status": "finished, final reports clean",
    },
}
==> per-stage QoR <==
step | cell area (µm²) | util, % | instances
final | 7810 | 43.2 | 1323
after global routing | 7810 | 43.2 | 1323
after CTS | 7810 | 43.2 | 1323
after detailed placement | 7810 | 43.2 | 1323
after global placement | 7810 | 43.2 | 1323
after floorplan | 7520 | - | 1127
==> sequential cells by signal, summed over array words and instances (netlist names) <==
signal  count
digit4      4
digit5      1
digit0      4
digit2      1
digit1      4
digit3      4
==> layout make-up <==
| class | instances | area [µm²] |
|---|---|---|
| timing repair buffer | 44 | 435 |
| multi-input combinational | 962 | 6560 |
| sequential | 18 | 270 |
| inverter | 70 | 263 |
| fill | 1867 | 10300 |
| tap | 229 | 287 |
==> metal layers <==
layer	vias up	GRT usage, %
met3	32	0.988
met4	0	4.55
met2	255	36.2
met5	-	0
li1	4072	-
met1	3661	35.0
==> cells by family (layout without fill, tap and decap cells) <==
logic type	count (synthesis)	after routing
AOI/OAI and AO/OA	409	409
xor gates and xnor gates	42	42
adders and majority gates	75	75
buffers and inverters	147	114
latches	18	18
muxes	30	30
other	2	30
and+or+nand+nor	376	376
==> placed cells by master, fill, tap and decap left out, types with 20 or more instances in the layout <==
master           Yosys  layout
xnor2_1             27      27
nand2b_1            27      27
a21o_1              21      21
nor2_1              90      90
clkdlybuf4s50_1      0      42
o211ai_1            20      20
mux2i_1             24      24
o21ai_0             56      56
nand3_1             35      35
a21oi_1             95      95
conb_1               2      30
nor3_1              40      40
inv_1               55      55
nand2_1             92      92
ha_1                71      71
o21a_1              23      23
